**./design.v**
```verilog
module demo_sound2(
	input clock,
	output [7:0]key_code,
	input k_tr
);
	reg  [15:0]tmp;
	wire  [15:0]tmpa;
	reg   tr;
	reg   [15:0]step;
	wire  [15:0]step_r;
	reg   [7:0]TT;
	reg[5:0]st;
	reg go_end;
	always @(negedge k_tr or posedge clock) begin
	if (!k_tr) begin
   		step=0;
	   	st=0;
   		tr=0;
	end
	else
	if (step<step_r) begin
  		case (st)
  		0: st=st+1;
  		1: begin tr=0; st=st+1;end
  		2: begin tr=1;st=st+1;end
  		3: if(go_end) st=st+1;
  		4: begin st=0;step=step+1;end
  		endcase
	end
	end
	wire  [7:0]key_code1=(
		(TT[3:0]==1)?8'h2b:( 
		(TT[3:0]==2)?8'h34:( 
		(TT[3:0]==3)?8'h33:( 
		(TT[3:0]==4)?8'h3b:( 
		(TT[3:0]==5)?8'h42:( 
		(TT[3:0]==6)?8'h4b:( 
		(TT[3:0]==7)?8'h4c:( 
		(TT[3:0]==8)?8'h4a:( 
		(TT[3:0]==9)?8'h4d:( 
		(TT[3:0]==10)?8'h4e:( 
		(TT[3:0]==11)?8'h4f:( 
		(TT[3:0]==12)?8'h50:( 
		(TT[3:0]==13)?8'h51:( 
		(TT[3:0]==14)?8'h52:( 
		(TT[3:0]==15)?8'hf0:8'hf0
		))))))))))))))
	);
	assign tmpa[15:0]=(
		(TT[7:4]==15)?16'h10:(
		(TT[7:4]==8)? 16'h20:(
		(TT[7:4]==10)?16'h28:(  
		(TT[7:4]==9)? 16'h30:(
		(TT[7:4]==1)? 16'h40:(
		(TT[7:4]==3)? 16'h60:(
		(TT[7:4]==2)? 16'h80:(
		(TT[7:4]==11)? 16'hc8:(  
		(TT[7:4]==4)? 16'h100:0
		))))))))
	);
	always @(step) begin
		case (step)
		0:TT=8'h85;
		1:TT=8'hf6;
		2:TT=8'h84;
		3:TT=8'hb5;
		4:TT=8'h89;
		5:TT=8'hf6;
		6:TT=8'h84;
		7:TT=8'hb5;
      8:TT=8'h1f; 
endcase
end
assign step_r=8; 
always @(negedge tr or posedge clock)begin
if(!tr) begin tmp=0;go_end=0 ;end
 else if (tmp>tmpa)go_end=1; 
 else tmp=tmp+1;
end
assign key_code=(tmp<(tmpa-1))?key_code1:8'hf0; 
endmodule
```
**./run.sh**
```bash
#!/bin/bash
# OpenROAD 26Q1-2900-gdf79404cd8, Yosys 0.63+post, stock flow scripts
make -C /OpenROAD-flow-scripts/flow DESIGN_CONFIG=/design/flow/config.mk WORK_HOME=/design/flow/orfs finish
```
**./config.mk**
```make
export PLATFORM = sky130hd
export DESIGN_NAME = demo_sound2
export DESIGN_NICKNAME = demo_sound2
export VERILOG_FILES = /design/flow/design.v
export SDC_FILE = /design/flow/constraint.sdc
export NUM_CORES = 4
export LEC_CHECK = 1
export CORE_UTILIZATION = 30
```
**./constraint.sdc**
```tcl
current_design demo_sound2

set clk_period 3.8
set clk_io_pct 0.2

create_clock -name clk0 -period $clk_period [get_ports {clock}]

set non_clock_inputs [all_inputs -no_clocks]
set_input_delay [expr $clk_period * $clk_io_pct] -clock clk0 $non_clock_inputs
set_output_delay [expr $clk_period * $clk_io_pct] -clock clk0 [all_outputs]
```
==> Changelog: implementation <==
## Flow update

* Max frequency at 304 MHz
* Initial DRC count at 71
* Fill cell count at 829
* Die Wd at 95.4 um
* FF-to-FF End: tmp[6]
* Row count at 33
* WP buf/inv at 2
* Placer Congestion at 0.768
* Final Hold Viols at 0
* Setup crit end kind: output port
* Proportion of layout cells with a drive suffix above 1 at 6.92%
* Worst slew pin tran at 0.702 ns
* PortBufs at 9
* R2r startpoint: tmp[5]
* Max Cap Viol at 0
* Tmin final at 3.29 ns
* WL per Instance at 11.3 um
* Dominant flop cell: dfrtp_1
* CTS tree: done
* Worst vdd ir at 240 uV
* Die height at 95.4 um
* Worst min path class: flop to async pin
* Setup tns final at 0 ns
* Mapped Area at 2620 um2
* Post-Route Skew at 0.00927 ns
* Avg Synthesized Cell Area at 9.74 um2
* Crit path cell chain: ha_1 -> a211oi_1 -> a21o_1 -> a21oi_1 -> o311ai_1 -> buf_4 -> and3_1 -> clkdlybuf4s50_1
* Core ar. at 8340 um2
* Post-cts resize count at 0
* CTS buffer count at 5
* Root buffer cell: clkbuf_8
* I/O pin cnt at 10
* Yosys Instances at 269
* Max-Slew Margin vs Limit at 53.2%
* Power after layout at 0.778 mW
* Post-synth EDFFs at 0
* Detailed Place HPWL at 3.19 mm
* Pre-CTS WS at 0.810 ns
* Status: finished, final reports clean
* Commonest Layout Cell: dfrtp_1
* Area share, top type at 38.2%
* Routed WL at 4.12 mm
* Leakage power at 1.36 nW
* Die area at 9110 um2
* RSZ-0062 raised after global routing: false
* Post-synth ARST share at 83.3%
* Final core utilization at 34.2%
* Final ANT Viol Nets at 0
* Initial antenna violation count at 0
* Yosys top cell by area: dfrtp_1
* GRT Total Usage at 10.1%
* Register pins left without a clock at 8
* Clk slew on worst S/H paths at 0.08 ns
* Reg2Reg Depth at 6
* CP arrival at 2.53 ns
* Maximum fanout along the worst path at 8
* Power Density at 273 nW/um2
* Synthesis area per yosys at 2620 um2
* Pin count of the biggest net entering global routing at 24
* CTS Hold Bufs at 0
* Unique masters post-synth at 52
* Gate Count Post-Synth at 269
* Tool Warnings at 33
* Kind of cell adding the most delay to the critical path: AND-OR/OR-AND gates
* Synth flops at 48
* FF-to-FF setup slack at 1.80 ns
* Total grt overflow at 0
* Router iterations before antenna repair at 4
* Critical path's slowest cell: clkdlybuf4s50_1
* Crit path launch type: flop
* Setup CP Type: flop to output port
* Logic area at 1330 um2
* Endpoints left unconstrained at 8
* Global-route wire length before repair at 7.36 mm
* Syn. warnings at 1
* Vias per std cell at 4.72
* Fin. max-slew vios at 0
* Number of remaining DRC errors at 0
* Layout area overhead at 8.84%
* Number of diodes at 0
* Top area cell types: dfrtp_1, ha_1, dlxtn_1
* Setup bufs post-CTS at 0
* Clock Tree Buf Depth at 2
* Setup violations, final at 0
* Top Layout Cells: dfrtp_1, ha_1, nand2_1, inv_1, xnor2_1
* Part of the cycle the worst path needs at 86.6%
* Number of global-route vias before repair at 1644
* Flop area at 1120 um2
* Final Worst Setup Slack at 0.508 ns
* H-Tree Depth at 2
* Insertion Delay late pin at 0.29 ns
* Req. time, crit path at 3.04 ns
* Via count at 1724
* CP max stage delay at 0.45 ns
* Fp util at 31.4%
==> layer usage <==
layer	track usage [%]	wire length [um]	up-vias
met2	14.9	1750	11
li1	-	-	926
met5	0	0	-
met4	0.871	8	0
met3	1.70	77	2
met1	16.4	2280	785
==> worst max path at each step <==
stage                 startpoint          end  slack (ns)  cells after the start
after CTS                 tmp[4]  key_code[2]        0.47                      8
final                     tmp[4]  key_code[2]        0.51                      8
after global routing      tmp[4]  key_code[0]        0.35                      8
==> stage by stage <==
stage	instances	area, um2	hold WS [ns]
floorplan	269	2620	0.222
global placement	357	2740	0.308
detailed placement	357	2740	0.317
CTS	365	2850	0.313
global route	365	2850	0.351
finish	365	2850	0.283
==> state kept, by name, indices dropped and copies added (netlist names) <==
register,count
step,16
tmp,16
TT,8
st,6
go_end,1
tr,1
==> cells in the mapped netlist, types with 2 or more instances <==
master      n
ha_1       30
clkbuf_1   23
a21oi_1    11
o2111ai_1   5
a21o_1      3
dfrtp_1    40
nand3b_1    2
dlxtn_1     8
o21ai_0     7
nand2b_1    3
nor2b_1     3
or3_1       2
nand3_1     7
a31oi_1     2
and3_1      8
buf_2       2
inv_1      14
a211oi_1    2
nor4_1      5
nand4b_1    2
nor2_1      8
o211ai_1    2
nand4_1     8
a41o_1      2
and2_1      2
nor3_1      7
nand2_1    23
xnor2_1    13
xor2_1      2
==> logic make-up after synthesis <==
logic type / Yosys count / share of synthesized area, %
AOI/OAI and AO/OA: 46 / 12.4
xor gates and xnor gates: 15 / 5.02
adders and majority gates: 30 / 14.3
buffers and inverters: 42 / 6.59
DFF: 40 / 38.2
latches: 8 / 4.59
muxes: 1 / 0.430
and+or+nand+nor: 87 / 18.4
==> layout make-up <==
class                   count  share of cell area (%)
repair buffers             11                    3.69
inverters                  14                    1.84
well taps                 105                    4.61
clock inverters             3                    1.62
multi-input cells         179                    46.5
flip-flops and latches     48                    39.3
clock buffers               5                    2.41
==> power breakdown <==
part / internal, mW / switching, mW
Sequential: 0.425 / 0
Combinational: 0.00157 / 0.00435
Clock: 0.198 / 0.149
Total: 0.625 / 0.153
Power figures rest on the tool's default switching activity, not on a simulated workload.
