`flow/design.v`:
```
module staff(
	input [7:0]scan_code1,
	output [15:0]sound1,
	output sound_off1
);	
	assign sound_off1=(scan_code1==8'hf0)?0:1;
	wire L_5_tr=(scan_code1==8'h1c)?1:0; 
	wire L_6_tr=(scan_code1==8'h1b)?1:0; 
	wire L_7_tr=(scan_code1==8'h23)?1:0; 
	wire M_1_tr=(scan_code1==8'h2b)?1:0; 
	wire M_2_tr=(scan_code1==8'h34)?1:0; 
	wire M_3_tr=(scan_code1==8'h33)?1:0; 
	wire M_4_tr=(scan_code1==8'h3b)?1:0; 
	wire M_5_tr=(scan_code1==8'h42)?1:0; 
	wire M_6_tr=(scan_code1==8'h4b)?1:0; 
	wire M_7_tr=(scan_code1==8'h4c)?1:0; 
	wire H_1_tr=(scan_code1==8'h52)?1:0; 
	wire H_2_tr=0; 
	wire H_3_tr=0; 
	wire H_4_tr=0; 
	wire H_5_tr=0; 
	wire Hu4_tr=0; 
	wire Hu2_tr=0; 
	wire Hu1_tr=(scan_code1==8'h5b)?1:0; 
	wire Mu6_tr=(scan_code1==8'h4d)?1:0; 
	wire Mu5_tr=(scan_code1==8'h44)?1:0; 
	wire Mu4_tr=(scan_code1==8'h43)?1:0; 
	wire Mu2_tr=(scan_code1==8'h35)?1:0; 
	wire Mu1_tr=(scan_code1==8'h2c)?1:0; 
	wire Lu6_tr=(scan_code1==8'h24)?1:0; 
	wire Lu5_tr=(scan_code1==8'h1d)?1:0; 
	wire Lu4_tr=(scan_code1==8'h15)?1:0; 
	assign sound1=(     
		(Lu4_tr)?400  :(
		(L_5_tr)?423  :(
		(Lu5_tr)?448  :(
		(L_6_tr)?475  :(
		(Lu6_tr)?503  :(
		(L_7_tr)?533  :(
		(M_1_tr)?565  :(
		(Mu1_tr)?599  :(
		(M_2_tr)?634  :(
		(Mu2_tr)?672  :(
		(M_3_tr)?712  :(
		(M_4_tr)?755  :(
		(Mu4_tr)?800  :(
		(M_5_tr)?847  :(
		(Mu5_tr)?897  :(
		(M_6_tr)?951  :(
		(Mu6_tr)?1007 :(
		(M_7_tr)?1067 :(
		(H_1_tr)?1131 :(
		(Hu1_tr)?1198 :1
		)))))))))))))))))))
	);
endmodule
```
`flow/config.mk`:
```
export PLATFORM = sky130hd
export DESIGN_NAME = staff
export DESIGN_NICKNAME = staff
export VERILOG_FILES = /design/flow/design.v
export SDC_FILE = /design/flow/constraint.sdc
export NUM_CORES = 4
export LEC_CHECK = 1
export CORE_AREA = 10 10 70 70
export DIE_AREA = 0 0 80 80
```
`flow/constraint.sdc`:
```
current_design staff

set clk_period 3.8
set clk_io_pct 0.2

create_clock -name clk0 -period $clk_period

set non_clock_inputs [all_inputs -no_clocks]
set_input_delay [expr $clk_period * $clk_io_pct] -clock clk0 $non_clock_inputs
set_output_delay [expr $clk_period * $clk_io_pct] -clock clk0 [all_outputs]
```
`flow/run.sh`:
```
#!/bin/bash
# OpenROAD 26Q1-2900-gdf79404cd8, Yosys 0.63+post, stock flow scripts
make -C /OpenROAD-flow-scripts/flow DESIGN_CONFIG=/design/flow/config.mk WORK_HOME=/design/flow/orfs finish
```
==> report_table.html <==
<!-- implementation run metrics -->
<table>
<tr><th>Metric</th><th>Value</th></tr>
<tr><th colspan="2">Run status</th></tr>
<tr><td>Status</td><td>finished, final reports clean</td></tr>
<tr><th colspan="2">Floorplanning</th></tr>
<tr><td>Vert. Die Dim</td><td>80 um</td></tr>
<tr><td>Floorplan die area</td><td>0.00640 mm^2</td></tr>
<tr><td>Number of ports placed on the die boundary</td><td>25</td></tr>
<tr><td>Core region area</td><td>0.00342 mm^2</td></tr>
<tr><td>FP Util</td><td>20.4%</td></tr>
<tr><td>Horizontal die size</td><td>80 um</td></tr>
<tr><td>Standard-cell rows</td><td>21</td></tr>
<tr><th colspan="2">Place</th></tr>
<tr><td>Weighted congestion reported at the end of routability-driven placement</td><td>0.907</td></tr>
<tr><td>Number of input and output port buffers inserted</td><td>20</td></tr>
<tr><td>Post-DP HPWL</td><td>1900 um</td></tr>
<tr><th colspan="2">STA</th></tr>
<tr><td>Count of pins over their slew limit</td><td>0</td></tr>
<tr><td>Highest achievable clock rate</td><td>0.278 GHz</td></tr>
<tr><td>Worst Hold Margin</td><td>about 2.7 ns</td></tr>
<tr><td>Final Critical Period</td><td>3.59 ns</td></tr>
<tr><td>Fin crit share</td><td>94.6%</td></tr>
<tr><td>Setup TNS Final</td><td>0 ns</td></tr>
<tr><td>Final setup violation count</td><td>0</td></tr>
<tr><td>Final Hold Violating Endpoints</td><td>0</td></tr>
<tr><td>Setup repair after global routing missed its margin</td><td>false</td></tr>
<tr><th colspan="2">Worst setup path</th></tr>
<tr><td>Worst Setup End Kind</td><td>primary output</td></tr>
<tr><td>Crit path max fanout</td><td>9</td></tr>
<tr><td>Critical path's slowest cell</td><td>clkdlybuf4s50_1</td></tr>
<tr><td>Worst Path Class, Setup</td><td>input pin to primary output</td></tr>
<tr><td>Most frequent CP cell</td><td>clkdlybuf4s50_1</td></tr>
<tr><td>Req. time, crit path</td><td>3.04 ns</td></tr>
<tr><td>Crit path largest cell delay</td><td>0.67 ns</td></tr>
<tr><td>Arrival time at the worst endpoint</td><td>2.83 ns</td></tr>
<tr><td>Nature of the critical path startpoint</td><td>input pin</td></tr>
<tr><td>Sequence of cells on the critical path</td><td>clkdlybuf4s50_1 &gt; and4bb_2 &gt; a22o_1 &gt; a32o_1 &gt; nor3b_1 &gt; clkdlybuf4s50_1</td></tr>
<tr><th colspan="2">Drt</th></tr>
<tr><td>First-pass iteration count of the detailed router</td><td>4</td></tr>
<tr><td>Final ANT Viol Nets</td><td>0</td></tr>
<tr><td>Number of vias per cell after detailed routing</td><td>4.96</td></tr>
<tr><td>Vias post-DR</td><td>853</td></tr>
<tr><td>Number of diodes added for antenna fixing</td><td>0</td></tr>
<tr><td>Detailed-route wire length per cell</td><td>13.7 um</td></tr>
<tr><td>DRT iter0 DRCs</td><td>roughly 84</td></tr>
<tr><td>Total Wirelength</td><td>~2400 um</td></tr>
<tr><td>Remaining routing DRC violations</td><td>0</td></tr>
<tr><th colspan="2">Synth</th></tr>
<tr><td>Complex-gate fraction of the synthesized area</td><td>23.8%</td></tr>
<tr><td>Count of synthesis-stage warnings from yosys</td><td>0</td></tr>
<tr><td>Dominant cell area share</td><td>9.68%</td></tr>
<tr><td>Cell types occupying the most area after synthesis</td><td>buf_4 9.7%, nand2_1 5.9%, nand2b_1 5.4%</td></tr>
<tr><td>Fraction of the mapped netlist area in simple logic gates</td><td>56.5%</td></tr>
<tr><td>Xor and xnor area share after synthesis</td><td>2.51%</td></tr>
<tr><td>Number of cells in the yosys synthesis report</td><td>roughly 110</td></tr>
<tr><td>Netlist Area Pre-Place</td><td>698 um^2</td></tr>
<tr><td>Most instantiated cells after synthesis</td><td>11 x nand2_1, 9 x buf_4, 9 x nor2_1, 7 x a21oi_1, 7 x o21ai_0</td></tr>
<tr><td>Yosys chip area</td><td>698 um^2</td></tr>
<tr><td>Multiplexer share of the synthesized area</td><td>between 2 and 3%</td></tr>
<tr><td>Leading area contributor after synthesis</td><td>buf_4</td></tr>
<tr><td>Post-Syn Instances</td><td>108</td></tr>
<tr><td>Count of different cell masters after synthesis</td><td>41</td></tr>
<tr><td>Seq/Total Area, Yosys</td><td>0%</td></tr>
<tr><td>Post-Syn Area per Cell</td><td>6.46 um^2</td></tr>
<tr><td>Cell with the most instances after synthesis</td><td>nand2_1</td></tr>
<tr><td>Largest logic family</td><td>simple AND/OR/NAND/NOR gates</td></tr>
<tr><td>Adder-cell share of the synthesized area</td><td>0%</td></tr>
<tr><th colspan="2">Pwr</th></tr>
<tr><td>Switch Pwr</td><td>36.4 uW</td></tr>
<tr><td>Power per cell area</td><td>74.1 mW/mm^2</td></tr>
<tr><td>Sequential share of power</td><td>0%</td></tr>
<tr><td>Power share of the clock group</td><td>0%</td></tr>
<tr><td>Pint</td><td>33.4 uW</td></tr>
<tr><td>Switching fraction of total power</td><td>52.2%</td></tr>
<tr><td>Maximum vdd drop</td><td>0.0000310 V</td></tr>
<tr><td>Leakage power</td><td>about 0.00034 uW</td></tr>
<tr><td>Relative contribution of combinational cells to total power</td><td>100.0%</td></tr>
<tr><th colspan="2">GRT</th></tr>
<tr><td>Number of antenna violations at the first check in global routing</td><td>0</td></tr>
<tr><td>Gr ovfl total</td><td>0</td></tr>
<tr><td>Pin count of the biggest net entering global routing</td><td>13</td></tr>
<tr><td>Wire length of the first global-routing pass</td><td>3800 um</td></tr>
<tr><td>Number of global-route vias before repair</td><td>813</td></tr>
<tr><td>GRT Overall Usage</td><td>6.95%</td></tr>
<tr><th colspan="2">Job</th></tr>
<tr><td>Maximum Capacitance Violations</td><td>0</td></tr>
<tr><td>Number of warning messages in the logs</td><td>32</td></tr>
<tr><th colspan="2">Cells and area</th></tr>
<tr><td>Sequential Area</td><td>0 um^2</td></tr>
<tr><td>Clkbuf count</td><td>0</td></tr>
<tr><td>Gate Area</td><td>617 um^2</td></tr>
<tr><td>Number of inserted filler cells in the final layout</td><td>roughly 380</td></tr>
<tr><td>Fraction of layout instances using a drive strength above 1</td><td>11.9%</td></tr>
<tr><td>Area growth, synth to finish</td><td>34.9%</td></tr>
<tr><td>Number of sequential cells in the layout</td><td>0</td></tr>
<tr><th colspan="2">CTS</th></tr>
<tr><td>Buffer count from post-CTS setup fixing</td><td>0</td></tr>
<tr><td>Post-cts gate resize count</td><td>0</td></tr>
<tr><td>Post-CTS Hold Buffers</td><td>0</td></tr>
<tr><th colspan="2">Worst hold path</th></tr>
<tr><td>Type of the tightest min-delay check</td><td>input pin to primary output</td></tr>
</table>
==> path summary, 6_finish.rpt <==
kind                           from    endpoint  slack, ns  cells after the start
worst min-delay path  scan_code1[2]  sound_off1       2.65                      3
worst max-delay path  scan_code1[7]   sound1[0]       0.21                      6
==> critical path, delay by kind of cell <==
kind,cells,cell delay [ns]
simple gates,2,0.51
buf+inv,2,1.17
compound gates,2,0.39
==> metrics by stage <==
stage | instance area [um^2] | setup slack (ns) | power [uW] | instances | util, %
final | 942 | 0.206 | 69.8 | 172 | 27.6
after global routing | 942 | 0.0934 | 76.4 | 172 | 27.6
after CTS | 942 | 0.207 | 69.4 | 172 | 27.6
after detailed placement | 942 | 0.217 | 69.1 | 172 | 27.6
after global placement | 942 | 0.231 | 69.7 | 172 | 27.6
after floorplan | 713 | 1.29 | 45.5 | 112 | -
==> cell families after synthesis <==
kind of cell	after synthesis
AOI/OAI and AO/OA	26
xor gates and xnor gates	2
buffers and inverters	15
muxes	2
other	1
and+or+nand+nor	62
==> power groups by stage <==
stage	combinational [uW]	clock, uW	sequential, uW
final	69.8	0	0
after CTS	69.4	0	0
after global routing	76.4	0	0
==> cell usage in the layout (no fill, tap or decap), drive strengths merged, types with 3 or more instances in the layout <==
master          n
o22ai           4
o21ai           7
nand2          11
nand2b          6
clkdlybuf4s50  20
buf             9
conb            5
nand4           5
nor2b           5
a21oi           7
nand3           6
nor3b           3
nor2            9
==> layer usage <==
layer	track usage (%)	routed length (um)	share of wire, %	up-vias
li1	-	-	-	429
met1	9.89	1060	45	377
met2	10.4	991	42	47
met3	2.39	304	13	0
met4	0	0	0	0
met5	0	0	0	-
==> layout make-up <==
class / instances / share of cell area [%]
tap: 46 / 6.11
timing repair buffer: 29 / 28.4
multi-input combinational: 97 / 65.5
Power figures rest on the tool's default switching activity, not on a simulated workload.
