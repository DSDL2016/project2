`design/flow/config.mk`:
```
export PLATFORM = sky130hd
export DESIGN_NAME = lcd_bridge
export DESIGN_NICKNAME = lcd_bridge
export VERILOG_FILES = /design/flow/design.v
export SDC_FILE = /design/flow/constraint.sdc
export NUM_CORES = 4
export LEC_CHECK = 1
export CORE_UTILIZATION = 30
```
`design/flow/constraint.sdc`:
```
current_design lcd_bridge

set clk_period 7.2
set clk_io_pct 0.2

create_clock -name clk0 -period $clk_period [get_ports {clock}]

set non_clock_inputs [all_inputs -no_clocks]
set_input_delay [expr $clk_period * $clk_io_pct] -clock clk0 $non_clock_inputs
set_output_delay [expr $clk_period * $clk_io_pct] -clock clk0 [all_outputs]
```
`design/flow/design.v`:
```
module lcd_bridge (
	input					clock,
	input					reset,
	input					insert,
	input		[31:0]	new_record,
	input					clear,
	output				busy,
	output	[7:0]		lcd_data,
	output	[4:0]		lcd_ctrl
);
	reg	[2:0]		state;
	reg	[17:0]	counter;
	reg	[5:0]		lut_index;
	reg	[8:0]		lut_data;
	reg				reg_lcd_start;
	reg	[7:0]		reg_lcd_data;
	reg				reg_lcd_rs;
	wire				wire_lcd_done;
	reg				reg_update_busy;
	reg				reg_pre_insert, reg_insert;
	reg				reg_pre_clear, reg_clear;
	reg	[8:0]		records	[0:1][0:10];
	initial begin
		integer i, j;
		for (i = 0; i < 2; i = i+1) begin
			for (j = 0; j < 11; j = j+1) begin
				records[i][j] <= 9'h120;
			end
		end
	end
	parameter	LCD_INTIAL			 =	0;
	parameter	LCD_LINE1			 =	5;
	parameter	LCD_CH_LINE			 =	LCD_LINE1+11;
	parameter	LCD_LINE2			 =	LCD_LINE1+11+1;
	parameter	LUT_SIZE				 =	LCD_LINE1+22+1;
	parameter	[2:0]	BEGIN					= 3'd0,
							CHECK_BUSY_FLAG	= 3'd1,
							DELAY					= 3'd2,
							FETCH_DATA			= 3'd3;
	always @(posedge clock or negedge reset) begin
		if (!reset) begin
			counter				<=	0;
			reg_lcd_start		<=	0;
			reg_lcd_data		<=	0;
			reg_lcd_rs			<=	0;
			lut_index			<=	0;
			reg_update_busy	<= 0;
			state					<=	BEGIN;
		end
		else begin
			reg_pre_insert <= insert;
			if ({reg_pre_insert, insert} == 2'b01) begin
				reg_insert	<=	1'b1;
			end
			reg_pre_clear <= clear;
			if ({reg_pre_clear, clear} == 2'b01) begin
				reg_clear	<=	1'b1;
			end
			if (reg_insert) begin
				integer i;
				for (i = 0; i < 11; i = i+1) begin
					records[1][i] <= records[0][i];
					case (i)
					2, 5: 	records[0][i] <= 9'h13A;
					8:			records[0][i] <= 9'h12E;
					0, 1:		records[0][i] <= {1'b1, 4'b0011, new_record[i*4 +: 4]};
					3, 4:		records[0][i] <= {1'b1, 4'b0011, new_record[(i-1)*4 +: 4]};
					6, 7: 	records[0][i] <= {1'b1, 4'b0011, new_record[(i-2)*4 +: 4]};
					9, 10:	records[0][i] <= {1'b1, 4'b0011, new_record[(i-3)*4 +: 4]};
					endcase
				end
				lut_index	<= 0;
				state			<= BEGIN;
				reg_insert	<= 0;
			end
			else if (reg_clear) begin
				integer i, j;
				for (i = 0; i < 2; i = i+1) begin
					for (j = 0; j < 11; j = j+1) begin
						records[i][j] <= 9'h120;
					end
				end
				lut_index	<= 0;
				state			<= BEGIN;
				reg_clear	<= 0;
			end
			if (lut_index < LUT_SIZE) begin
				case (state)
				BEGIN:	begin
					reg_update_busy	<= 1;
					reg_lcd_data		<=	lut_data[7:0];
					reg_lcd_rs			<=	lut_data[8];
					reg_lcd_start		<=	1;
					state					<=	CHECK_BUSY_FLAG;
				end
				CHECK_BUSY_FLAG:	begin
					if (wire_lcd_done) begin
						reg_lcd_start	<=	0;
						state				<=	DELAY;					
					end
				end
				DELAY:	begin
					if (counter < 18'h3FFFE)
						counter	<=	counter+18'd1;
					else begin
						counter	<=	18'd0;
						state		<=	FETCH_DATA;
					end
				end
				FETCH_DATA: begin
					lut_index	<=	lut_index+1;
					state			<=	BEGIN;
				end
				endcase
			end
			else begin
				reg_update_busy 	<= 0;
			end
		end
	end
	always begin
		case (lut_index)
		LCD_INTIAL+0:	lut_data	<=	9'h038;	 
		LCD_INTIAL+1:	lut_data	<=	9'h00C;	 
		LCD_INTIAL+2:	lut_data	<=	9'h001;	 
		LCD_INTIAL+3:	lut_data	<=	9'h006;	 
		LCD_INTIAL+4:	lut_data	<=	9'h080;	 
		LCD_LINE1+0:	lut_data	<=	records[0][0];
		LCD_LINE1+1:	lut_data	<= records[0][1];	
		LCD_LINE1+2:	lut_data	<=	records[0][2];
		LCD_LINE1+3:	lut_data	<=	records[0][3];	
		LCD_LINE1+4:	lut_data	<=	records[0][4];
		LCD_LINE1+5:	lut_data	<=	records[0][5];
		LCD_LINE1+6:	lut_data	<=	records[0][6];
		LCD_LINE1+7:	lut_data	<=	records[0][7];
		LCD_LINE1+8:	lut_data	<=	records[0][8];
		LCD_LINE1+9:	lut_data	<=	records[0][9];
		LCD_LINE1+10:	lut_data	<=	records[0][10];
		LCD_CH_LINE:	lut_data	<=	9'h0C0;	 
		LCD_LINE2+0:	lut_data	<=	records[1][0];
		LCD_LINE2+1:	lut_data	<=	records[1][1];
		LCD_LINE2+2:	lut_data	<=	records[1][2];
		LCD_LINE2+3:	lut_data	<=	records[1][3];
		LCD_LINE2+4:	lut_data	<=	records[1][4];
		LCD_LINE2+5:	lut_data	<=	records[1][5];
		LCD_LINE2+6:	lut_data	<= records[1][6];
		LCD_LINE2+7:	lut_data	<=	records[1][7];
		LCD_LINE2+8:	lut_data	<=	records[1][8];
		LCD_LINE2+9:	lut_data	<=	records[1][9];
		LCD_LINE2+10:	lut_data	<=	records[1][10];
		default:			lut_data	<=	9'h000;
		endcase
	end
	lcd_controller controller_module (
		.clock			(clock),
		.reset			(reset),
		.data				(reg_lcd_data),
		.rs				(reg_lcd_rs),
		.write_start	(reg_lcd_start),
		.lcd_done		(wire_lcd_done),
		.lcd_data		(lcd_data),
		.lcd_ctrl		(lcd_ctrl)
	);
	assign busy = reg_update_busy;
endmodule
module lcd_controller (
	input					clock,
	input					reset,
	input			[7:0]	data,
	input					rs,
	input					write_start,
	output reg			lcd_done,
	output		[7:0]	lcd_data,
	output		[4:0]	lcd_ctrl
);
	parameter	SUSTAINED_PULSES	=	16;
	reg		[4:0]	pulse_counter;
	reg		[1:0]	state;
	reg				reg_pre_start, reg_start;
	reg				reg_lcd_en;
	assign	lcd_data	=	data;
	assign	lcd_ctrl = {1'b0, reg_lcd_en, rs, 1'b1, 1'b1};
	parameter	[1:0]	WAIT			= 2'd0,
							BEGIN			= 2'd1,
							HOLD_DATA	= 2'd2,
							END			= 2'd3;
	always@(posedge clock or negedge reset) begin
		if (!reset) begin
			lcd_done			<=	1'b0;
			reg_lcd_en		<=	1'b0;
			reg_pre_start	<=	1'b0;
			reg_start		<=	1'b0;
			pulse_counter	<=	5'd0;
			state				<=	WAIT;
		end
		else begin
			reg_pre_start <= write_start;
			if ({reg_pre_start,write_start} == 2'b01) begin
				reg_start	<=	1'b1;
				lcd_done		<=	1'b0;
			end
			if (reg_start) begin
				case(state)
				WAIT:	begin
					state	<=	BEGIN;
				end
				BEGIN: begin
					reg_lcd_en	<=	1'b1;
					state			<=	HOLD_DATA;
				end
				HOLD_DATA:	begin					
					if(pulse_counter < SUSTAINED_PULSES)
						pulse_counter	<=	pulse_counter+5'd1;
					else
						state				<=	END;
				end
				END:	begin
					reg_lcd_en		<=	1'b0;
					reg_start		<=	1'b0;
					lcd_done			<=	1'b1;
					pulse_counter	<=	0;
					state				<=	WAIT;
				end
				endcase
			end
		end
	end
endmodule
```
`design/flow/run.sh`:
```
#!/bin/bash
# OpenROAD 26Q1-2900-gdf79404cd8, Yosys 0.63+post, stock flow scripts
make -C /OpenROAD-flow-scripts/flow DESIGN_CONFIG=/design/flow/config.mk WORK_HOME=/design/flow/orfs finish
```
==> results.sh <==
# flow metrics
export IMPL_status="finished clean"
export IMPL_cts_sinks=122
export IMPL_clock_path_buffers=2
export IMPL_fin_area_sq_um=7160
export IMPL_fin_crit_sh_pct=42.0
export IMPL_vdd_drop_max_mv=0.144
export IMPL_synthArstFlopShare_pct=42.6
export IMPL_n_antenna_cell=0
export IMPL_cts_setup_buffers=0
export IMPL_totalWireLength_mm=12.4
export IMPL_overflow=0
export IMPL_vias=4173
export IMPL_track_usage_pct=13.3
export IMPL_setup_viol=0
export IMPL_yosysCellCount=536
export IMPL_grt_antenna_before_repair=0
export IMPL_p_leak_nw=2.75
export IMPL_rsz0062_at_grt="false"
export IMPL_cp_cell_sequence="buf_2, buf_4, nor2b_4, buf_4"
export IMPL_maxSlewViolCount=0
export IMPL_cts_root_buf="clkbuf_16"
export IMPL_power_density_nw_per_um2=230
export IMPL_hold_viol=0
export IMPL_die_width_um=142
export IMPL_worstSetupEndpointType="flip-flop"
export IMPL_edf_count=70
export IMPL_r2r_start="lut_index[0]"
export IMPL_crit_path_start="reset"
export IMPL_syn_area_per_cell_sq_um=11.0
export IMPL_critPathMaxFanout=66
export IMPL_instances_no_fill=849
export IMPL_whs_ps=434
export IMPL_rrSetupSlack_ps=4360
export IMPL_gp_congestion=0.925
export IMPL_grt_pass1_vias=4124
export IMPL_avgViaCountPerCell=4.92
export IMPL_die_area_sq_um=20200
export IMPL_slowest_delay_ps=640
export IMPL_h_tree_depth=4
export IMPL_slew_headroom_pct=45.0
export IMPL_area_growth_pct=21.4
export IMPL_fmaxAchievable_ghz=0.331
export IMPL_layout_setup_ws_ps=4180
export IMPL_ff2ff_path_depth=8
export IMPL_ctsHoldBuffers=0
export IMPL_criticalPathCategory="primary input to flip-flop"
export IMPL_dp_cells=817
export IMPL_r2r_end="reg_lcd_data[2]"
export IMPL_worst_pin_slew_ps=825
export IMPL_ys_seq_share_pct=57.8
export IMPL_first_pass_iters=5
export IMPL_yosys_warnings=3
export IMPL_insertion_delay_ps=400
export IMPL_fp_utilization_pct=31.1
export IMPL_place_area_sq_um=6600
export IMPL_setup_tns_ps=0
export IMPL_synth_area_sq_um=5890
export IMPL_ios=50
export IMPL_yosysChipArea_sq_um=5890
export IMPL_gr_usage_met1_pct=21.0
export IMPL_p_total_mw=1.65
export IMPL_synthFlopType="edfxtp_1"
export IMPL_crit_buf_inv=3
export IMPL_ys_types=60
export IMPL_cp_common_cell="buf_4"
export IMPL_place_hpwl_mm=7.81
export IMPL_grt_use_met3_pct=3.36
export IMPL_portBuffers=46
export IMPL_max_cap_violations=0
export IMPL_drive_gt1_share_pct=9.17
export IMPL_die_h_um=142
export IMPL_period_needed_ps=3020
export IMPL_top_usage_layer="met1"
export IMPL_crit_path_end="records[12][2]"
export IMPL_pre_cts_ws_ps=3720
export IMPL_final_util_pct=37.8
export IMPL_cp_required_ps=7230
export IMPL_grtUsageMet2_pct=19.6
export IMPL_critPathLaunchType="primary input"
export IMPL_rows=50
export IMPL_syn_instance_count=536
export IMPL_cts_clk_slew_worst_paths_ps=50
export IMPL_tool_warnings=28
export IMPL_cp_slowest_cell="buf_4"
export IMPL_cp_data_arrival_time_ps=3050
export IMPL_crit_family="buffers and inverters"
export IMPL_cp_depth=4
export IMPL_drt_iter0_drc=300
export IMPL_cts_tree="yes"
export IMPL_drtAntennaViolNets=0
export IMPL_cts_resized=0
export IMPL_holdCritPathClass="flip-flop to flip-flop"
export IMPL_drc_errors=0
export IMPL_core_sq_um=19000
export IMPL_avgRoutedWirePerCell_um=14.5
export IMPL_grt_max_degree=71
export IMPL_fin_skew_ps=8.71
export IMPL_grt_pass1_wl_mm=21.0
export IMPL_cts_buffers=17
export IMPL_synth_seq_cells=122
-- synthesized netlist by cell type, types with 8 or more instances --
| cell type | number | area, sq um |
|---|---|---|
| nand4_1 | 16 | 100 |
| clkbuf_1 | 23 | 86.3 |
| nor2_1 | 28 | 105 |
| and2_1 | 67 | 419 |
| nand2_1 | 58 | 218 |
| xor2_1 | 11 | 96.3 |
| mux2i_1 | 8 | 80.1 |
| inv_1 | 9 | 33.8 |
| edfxtp_1 | 70 | 2100 |
| nand3_1 | 31 | 155 |
| dfrtp_1 | 50 | 1250 |
| nor2b_1 | 8 | 50.1 |
| o21ai_0 | 28 | 140 |
-- routing by layer --
layer	part of all wire, %	wire length (um)
met5	0	0
met4	1.0	127
met3	5.3	654
met2	45	5510
met1	49	6060
-- state kept, by name, summed over array words and instances, names as in the netlist, named ones only --
signal / flops
reg_insert: 1
controller_module.state: 2
controller_module.lcd_done: 1
state: 4
reg_lcd_rs: 1
lut_index: 6
reg_lcd_data: 8
counter: 18
reg_pre_clear: 1
controller_module.reg_start: 1
controller_module.pulse_counter: 5
reg_clear: 1
reg_lcd_start: 1
controller_module.reg_pre_start: 1
records: 66
reg_pre_insert: 1
controller_module.reg_lcd_en: 1
reg_update_busy: 1
-- area by class of cell --
| class | count | area (sq um) |
|---|---|---|
| timing repair buffer | 56 | 531 |
| clock buffer | 19 | 433 |
| tap | 260 | 325 |
| inverter | 9 | 33.8 |
| sequential | 122 | 3410 |
| clock inverter | 13 | 128 |
| multi-input combinational | 370 | 2300 |
| fill | 1759 | 11800 |
-- worst reg2reg max path: cells and delay by family, from the launching register on --
family                   cells  cell delay [ps]
AND-OR/OR-AND                5             1100
adder cells (fa/ha/maj)      1              480
buffers and inverters        1               90
flip-flops                   1              420
AND/OR/NAND/NOR              1              640
-- power breakdown --
part	leakage, nW	internal [mW]	switching (mW)	total [mW]
combinational	1.07	0.0294	0.0307	0.0601
clock	0.270	0.505	0.299	0.804
sequential	1.41	0.773	0.0110	0.784
-- how the worst min path moves through the flow --
stage,startpoint,to,depth (start not counted)
after global routing,reg_lcd_start,controller_module.reg_pre_start,0
after CTS,reg_lcd_start,controller_module.reg_pre_start,0
final,reg_lcd_start,controller_module.reg_pre_start,0
-- cells in the final DEF, fill, tap and decap left out, drive strengths merged, types with 10 or more instances in the layout --
| cell type | instances |
|---|---|
| and2 | 67 |
| buf | 11 |
| clkbuf | 19 |
| clkdlybuf4s50 | 45 |
| dfrtp | 50 |
| edfxtp | 70 |
| inv | 10 |
| nand2 | 58 |
| nand3 | 31 |
| nand4 | 16 |
| nor2 | 29 |
| o21ai | 29 |
| xor2 | 11 |
-- kinds of logic after synthesis --
kind of cell               after synthesis  share of synthesized area (%)
DFF                                    122                           57.8
xor gates and xnor gates                14                           2.08
and+or+nand+nor                        246                           22.4
buffers and inverters                   45                           3.46
muxes                                   12                           2.12
AOI/OAI and AO/OA                       89                           10.8
other                                    2                          0.127
adders and majority gates                6                           1.27
No activity file was given, so power comes from the tool's default toggle rates.
